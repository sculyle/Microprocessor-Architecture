==> ./design.v <==
`timescale 1ns / 1ps
module ALU(
	input [31:0] busA,
	input [31:0] busB,
	input [4:0] operation,
	input clk, rst,
	output reg [31:0] result,
	output reg z,  
	output reg n,  
	output reg c,  
	output reg v  
    );
always @(*) begin
	result = 32'b0;
	n = 1'b0;
	v = 1'b0;
	c = 1'b0;
	z = 1'b0;
	case(operation)
		5'h01: begin  
 			result = busA;
		end
		5'h03: begin  
			{c, result} = busA + busB;  
			v = (busA[31] == busB[31]) && (result[31] != busA[31]);  
			z = (result==0);  
			n = result[31];  
		end
		5'h04: begin  
			{c, result} = busA - busB;  
			c = ~c;
			z = (result == 0);  
			v = (busA[31] != busB[31]) && (result[31] != busA[31]);  
			n = result[31];  
		end
		5'h05: begin  
			result = busA & busB;  
			z = (result == 0);  
		end
		5'h06: begin  
			result = busA | busB;  
			z = (result == 0);  
		end
		5'h07: begin  
			result = busA ^ busB;  
			z = (result == 0);  
		end
		5'h08: begin  
			result = ~busA;  
			z = (result == 0);  
		end
		5'h09: begin  
			result = busA << busB[4:0];  
			if (busB[4:0] > 0) begin  
				c = busA[31];
			end else begin
				c = 0;
			end
			z = (result == 0);  
		end
		5'h0A: begin  
			result = busA >> busB[4:0];  
			z = (result == 0);  
		end
		default begin
			result = 32'b0;
		end
	endcase
end
endmodule
==> ./run.sh <==
#!/bin/bash
# OpenROAD 26Q1-2900-gdf79404cd8, Yosys 0.63+post, stock flow scripts
make -C /OpenROAD-flow-scripts/flow DESIGN_CONFIG=/design/flow/config.mk WORK_HOME=/design/flow/orfs finish
==> ./config.mk <==
export PLATFORM = sky130hd
export DESIGN_NAME = ALU
export DESIGN_NICKNAME = ALU
export VERILOG_FILES = /design/flow/design.v
export SDC_FILE = /design/flow/constraint.sdc
export NUM_CORES = 4
export LEC_CHECK = 1
export CORE_UTILIZATION = 30
==> ./constraint.sdc <==
current_design ALU

set clk_period 9.8
set clk_io_pct 0.2

create_clock -name clk0 -period $clk_period

set non_clock_inputs [all_inputs -no_clocks]
set_input_delay [expr $clk_period * $clk_io_pct] -clock clk0 $non_clock_inputs
set_output_delay [expr $clk_period * $clk_io_pct] -clock clk0 [all_outputs]
==> summary.rpt <==
==== FLOW RESULTS ====
----------------------------------------------------
[Global routing]
  Global router's overall resource usage ........................ 0.343
  Largest net degree at the start of global routing ........................ 59
  Initial antenna violation count ........................ 1
  Grt total ovfl ........................ 0
  Wire length of the first global-routing pass ........................ 89.8 mm
  Vias in the first global route ........................ 12800

[Final timing]
  Clock period minus final worst setup slack ........................ 9070 ps
  Tightest Pin Transition ........................ 974 ps
  RSZ-0062 raised after global routing ........................ no
  Smallest setup slack after layout ........................ 731 ps
  Final hold violations ........................ 0
  Setup_tns ........................ 0 ps
  Worst slew margin relative to its limit ........................ 0.350
  Number of setup violations in the final report ........................ 0
  Peak clock frequency supported by timing ........................ 110 MHz
  Final cycle utilization of the critical path ........................ 0.925
  Number of max-slew violations in the final report ........................ 0

[Layout]
  Most common logic cell in the routed design ........................ nor2_1
  Total of fill cells in the finished design ........................ 3820
  FF/Latch Area ........................ 0 um^2
  Area growth from synthesis to final layout ........................ 15.2%
  Fin util ........................ 0.350
  Final-layout clock buffer total ........................ 0
  Dominant logic cell types in the final layout ........................ nor2_1, a21oi_1, nand2_1
  Multi-input combinational cell area ........................ around 0.0098 mm^2
  Number of sequential storage elements ........................ 0
  Ratio of cells with drive above 1 in the final layout ........................ 0.112

[Die]
  Site row count ........................ 69
  Core outline area ........................ 0.0354 mm^2
  Die Span Y ........................ 191 um
  IO Pins ........................ 107
  Starting utilization of the core area ........................ 0.304
  Die extent in x ........................ 191 um
  Area of the die ........................ 0.0366 mm^2

[Synth]
  Mean cell area of the mapped netlist ........................ 6.88 um^2
  Gate count after technology mapping ........................ 1564
  Post-synthesis instance area ........................ 0.0108 mm^2
  Sequential element share of the synthesized area ........................ 0
  Top area contributor share ........................ 0.131
  Number of standard cells reported by yosys ........................ 1564
  Top cells, area ........................ ha_1, mux4_2, nor2_1
  Yosys Chip Area ........................ 0.0108 mm^2
  Cell Type Count ........................ 89
  Number of warnings issued by yosys ........................ 1
  Library cell occupying the most area in the post-synthesis netlist ........................ ha_1

[Detailed routing]
  WL final ........................ roughly 62 mm
  Detailed Route Iter0 Violations ........................ 1580
  Routed vias ........................ roughly 14000
  Routed wire length on met3 ........................ between 6 and 7 mm
  Routed wire length on met2 ........................ 27.3 mm
  Number of iterations in the first detailed-routing pass ........................ 6
  Top layer in use ........................ met4
  Ratio of routed vias to standard cells ........................ 6.59
  Post-route DRC ........................ 0
  Detail-routed net length per standard cell ........................ 30.0 um
  Met1 routed wirelength after detailed routing ........................ around 25 mm
  Count of nets left with antenna violations after detail routing ........................ 0

[Power]
  Switching share of total power ........................ 0.640
  Internal power component ........................ 0.000298 W
  NetSw ........................ 0.000530 W
  Maximum VDD drop ........................ between 0.00002 and 0.00003 V
  Static Leakage ........................ 4.86 nW
  Final Power ........................ about 0.00083 W
  Power density over the cells ........................ 66.8 mW/mm^2

[Worst setup path]
  Critical-path top delay cell ........................ clkdlybuf4s50_1
  Critical path required time ........................ around 7800 ps
  Longest individual stage delay on the worst path ........................ about 700 ps
  CP Data Arrival Time ........................ 7110 ps
  Crit path capture type ........................ output port
  Maximum fanout encountered on the critical timing path ........................ 11
  Crit Path Category ........................ in2out
  Type of origin of the critical path ........................ input pin
  List of cells traversed by the critical path ........................ clkdlybuf4s50_1 > ha_1 > fa_1 > a21o_1 > a221o_1 > xnor2_1 > a2111o_1 > nor4_1 > o2111ai_1 > and4b_1 > o2111ai_1 > a2111oi_0 > nand4_1 > o311ai_1 > clkdlybuf4s50_1

[CTS]
  Post-CTS Hold Buffers ........................ 0
  Post-cts resize count ........................ 0
  Total setup buffers inserted after CTS ........................ 0

[Placed design]
  Setup slack at placement ........................ 749 ps
  Global placement routability congestion ........................ 1.06
  Detailed Place HPWL ........................ 49.2 mm
  Tally of buffers added on design ports ........................ around 110

[Outcome]
  Result of the run ........................ finished clean

[Job]
  Max-cap violations ........................ 0
  OpenROAD warnings ........................ 115

[Worst hold path]
  Hold WC Path Type ........................ in2out

----------------------------------------------------
routing by layer:
metal,GRT usage,vias up
met4,0.144,0
met1,0.461,6550
met5,0.00824,-
met2,0.521,871
met3,0.0908,161
li1,-,6005
worst max-delay path: cells and delay by family:
family | cells | cell delay [ps]
compound gates | 7 | 2010
buf+inv | 2 | 1230
fa+ha+maj | 2 | 940
simple gates | 3 | 720
xor+xnor | 1 | 250
synth_stat cells, drive strengths merged, types with 34 or more instances:
cell	count
mux2i	64
buf	43
mux4	57
nand4	37
nor2	198
xnor2	49
o21ai	106
o221ai	40
a21oi	129
nor3	34
nand2	115
inv	96
ha	113
clkbuf	102
worst paths after layout:
path | slack, ps | end | from | cells past startpoint
worst max-delay path | 730 | z | busA[0] | 15
worst min-delay path | 5160 | c | busB[0] | 6
kinds of logic after synthesis:
group | after synthesis | share of synthesized area
adders and majority gates | 115 | 0.135
buffers and inverters | 246 | 0.0889
muxes | 123 | 0.181
xor gates and xnor gates | 52 | 0.0423
AOI/OAI and AO/OA | 532 | 0.338
and+or+nand+nor | 496 | 0.215
per-stage QoR:
step | hold slack (ps) | area [um^2] | std cells
after CTS | 5140 | 12400 | 2062
after floorplan | 4140 | 10800 | 1564
after global routing | 5210 | 12400 | 2063
after global placement | 5140 | 12400 | 2062
final | 5160 | 12400 | 2063
after detailed placement | 5140 | 12400 | 2062
final cells by class:
type / count / share of cell area
Timing Repair Buffer: 182 / 0.130
Antenna cell: 1 / 0.000202
Inverter: 101 / 0.0306
Tap cell: 461 / 0.0465
Multi-Input combinational cell: 1318 / 0.793
Power and IR drop assume default switching activity.
